`./config.mk`:
```
export PLATFORM = sky130hd
export DESIGN_NAME = x7segb
export DESIGN_NICKNAME = x7segb
export VERILOG_FILES = /design/flow/design.v
export SDC_FILE = /design/flow/constraint.sdc
export NUM_CORES = 4
export LEC_CHECK = 1
export CORE_AREA = 10 10 70 70
export DIE_AREA = 0 0 80 80
```
`./constraint.sdc`:
```
current_design x7segb

set clk_period 3.4
set clk_io_pct 0.2

create_clock -name clk0 -period $clk_period [get_ports {cclk}]

set non_clock_inputs [all_inputs -no_clocks]
set_input_delay [expr $clk_period * $clk_io_pct] -clock clk0 $non_clock_inputs
set_output_delay [expr $clk_period * $clk_io_pct] -clock clk0 [all_outputs]
```
`./design.v`:
```
`timescale 1ns / 1ps
module x7segb(  input wire [15:0] x,
                input wire cclk,
                input wire clr,
                output reg [6:0] a_to_g,
                output reg [3:0] an,
                output wire dp 
                );
    reg [1:0] s;
    reg [3:0] digit;
    wire [3:0] aen;
    assign dp = 1;
    assign aen[3] = x[15] | x[14] | x[13] | x[12];
    assign aen[2] = x[15] | x[14] | x[13] | x[12] 
                    | x[11] | x[10] | x[9] | x[8];
    assign aen[1] = x[15] | x[14] | x[13] | x[12] 
                    | x[11] | x[10] | x[9] | x[8] 
                    | x[7] | x[6] | x[5] | x[4];
    assign aen[0] = 1;
    always @(*)
        case(s)
            0: digit = x[3:0];
            1: digit = x[7:4];
            2: digit = x[11:8];
            3: digit = x[15:12];
            default: digit = x[3:0];
        endcase
    always @(*)
        case(digit)
            0: a_to_g =     7'b0000001;
            1: a_to_g =     7'b1001111;
            2: a_to_g =     7'b0010010;
            3: a_to_g =     7'b0000110;
            4: a_to_g =     7'b1001100;
            5: a_to_g =     7'b0100100;
            6: a_to_g =     7'b0100000;
            7: a_to_g =     7'b0001111;
            8: a_to_g =     7'b0000000;
            9: a_to_g =     7'b0000100;
            'hA: a_to_g =   7'b0001000;
            'hB: a_to_g =   7'b1100000;
            'hC: a_to_g =   7'b0110001;
            'hD: a_to_g =   7'b1000010;
            'hE: a_to_g =   7'b0110000;
            'hF: a_to_g =   7'b0111000;
            default: a_to_g =   7'b0000001;
        endcase  
    always @(*)
        begin
            an = 4'b1111;
            if(aen[s] == 1)
                an[s] = 0;
        end
    always @(posedge cclk or posedge clr)
        begin
            if(clr == 1)
                s <= 0;
            else
                s <= s+1;
        end
endmodule
```
`./run.sh`:
```
#!/bin/bash
# OpenROAD 26Q1-2900-gdf79404cd8, Yosys 0.63+post, stock flow scripts
make -C /OpenROAD-flow-scripts/flow DESIGN_CONFIG=/design/flow/config.mk WORK_HOME=/design/flow/orfs finish
```
==> notes.md <==
This note records the results obtained with Yosys and OpenROAD.

Die
The die footprint is 6400 um^2. The vertical extent of the die is 80 um. Before placement the cells fill 16.34% of the core. The horizontal die size is 80 um. The core area is 3416 um^2. The I/O pin count is 30.

Row generation in the floorplan step produced 21 rows.

Critical path
The type of element capturing the critical path is an output pin. The register-to-register path setup slack is 2.52 ns. The critical path is of the input pin to output pin type. The data arrival at the endpoint of the critical path is 2.65 ns. The origin of the worst setup path is x[13]. The worst flop-to-flop path startpoint is s[0]$_DFF_PP0_. The highest fanout seen on the critical path is 2. STA puts the critical path data required time at 2.72 ns.

The number of cells on the worst reg-to-reg path is 2. STA classifies the critical path startpoint as an input pin. The reg-to-reg endpoint is s[1]$_DFF_PP0_.

Hold path
The most critical min-delay path falls under register to register. The startpoint of the lowest-slack hold path is s[0]$_DFF_PP0_. The path with the worst hold slack has its endpoint at s[0]$_DFF_PP0_. The hold-critical path depth is 1.

Layout
Relative to the synthesized area, the layout overhead comes to 89.24%. The register with the most flip-flops is s. The number of cells in the finished layout apart from fillers is 157. The final layout report lists a filler cell count of 371. The flip-flop count of the largest register, all copies and words added is 2. In the final layout, the share of cells above drive strength 1 is 29.73%. The largest registers in the layout are s x2.

CTS
The insertion delay to the later sink of the worst-skew pair is 0.22 ns. The register clock-pin slew on the reported worst setup and hold paths is 0.03 ns. The number of buffers inserted during clock tree synthesis is 3. Looking at the clock tree report, the maximum root-to-sink buffer count equals 2. TritonCTS built the clock tree. The maximum level of the CTS H-tree is 1. The number of hold buffers added after CTS was 0.

The tree is rooted in a sky130_fd_sc_hd__clkbuf_4. The number of sinks on the clock net is 2.

Synthesis
The count of library flops with an enable pin is 0. The post-synthesis sequential area ratio is 8.969%. The mapped netlist covers 558.0 um^2. The library cell occupying the most area in the post-synthesis netlist is sky130_fd_sc_hd__ha_1. The warning tally printed by Yosys for this design is 1. The average cell area after synthesis is 8.585 um^2. The distinct cell type count after synthesis is 24. Counting flops and latches in the post-synthesis netlist gives 2. For this run, the chip area from Yosys synthesis comes to 558.0 um^2.

The dominant register cell in the synthesized netlist is sky130_fd_sc_hd__dfrtp_1. The main area contributors are sky130_fd_sc_hd__ha_1 (25%), sky130_fd_sc_hd__mux2i_1 (20%), sky130_fd_sc_hd__dfrtp_1 (9.0%). Per the synthesis report, the single largest cell type by area occupies 24.66% of cell area. Synthesis handed over a netlist of 65 instances. The commonest cells after synthesis are sky130_fd_sc_hd__ha_1 (11), sky130_fd_sc_hd__inv_1 (11), sky130_fd_sc_hd__mux2i_1 (11). The number of cells reported by Yosys stat comes to 65. Counting flops with an async set or reset pin after synthesis yields a share of 100.0%.

Detailed routing
The number of optimization iterations in the first detailed-route pass is 4. The DRC violation count after routing is 0. The final antenna diode count is 0. In the final routed layout, each cell accounts on average for 11.89 um.

Across all layers, the routed design uses 672 vias. The DRC marker count from the first detailed-route iteration is 57. The number of nets with antenna violations after routing is 0.

The wire length reported by the detailed router is 1866 um. After detailed routing, the number of vias per cell comes to 4.280.

GRT
The initial antenna violation count is 0. The first global-routing pass estimated 3022 um of wire. The fraction of met2 tracks used by global routing is 9.791%.

The total congestion overflow is 0. Entering global routing, the biggest net connects 8 pins. The total routing usage reported by global routing is 5.581%.

In the global route stage, met3 resource usage came out at 1.705%. The busiest layer in global routing is met2. The met1 layer usage reported by global route is 6.649%. The via count of the first global-routing pass was 672.

STA
Setup total negative slack on the finished layout was measured at 0 ns. The post-route clock skew is 0.0009344 ns. The final period utilization is 97.98%. Per the final report, max-transition violations number 0. The timing-limited maximum frequency is 0.3002 GHz. Counting endpoints that fail hold in the final report gives 0. In the final report, the number of endpoints failing setup comes to 0.

Setup repair after global routing could not meet its margin everywhere. The time the final worst path needs with I/O delays and setup is 3.331 ns. Setup slack on the critical path of the routed design comes to 0.06878 ns.

Place
The placement summary gives the final routability congestion estimate as 0.8246. The number of placed cells counting well taps is 146. According to the dpl log, the detail-placed design has an HPWL of 1528 um. The count of buffers added on input and output ports is 28. The worst slack after detailed placement is -0.1968 ns.

Outcome
The flow ran to the end, and the final reports show no timing, DRC or antenna violations.

Power and ir drop
The flow reported a cell area power density of 147.9 nW/um^2. The total power draw is 156.2 uW. The static leakage is 0.5619 nW. The peak ir drop on the vdd network is 0.1478 mV.

Job
The count of maximum capacitance violations is 0. The number of warnings in the stage logs is 35.
critical path: stages:
cell                              delay [ns]
sky130_fd_sc_hd__clkdlybuf4s50_1        0.43
sky130_fd_sc_hd__a222oi_1               0.24
sky130_fd_sc_hd__mux2i_1                0.15
sky130_fd_sc_hd__buf_4                  0.15
sky130_fd_sc_hd__ha_2                   0.32
sky130_fd_sc_hd__mux2i_1                0.06
sky130_fd_sc_hd__a32o_2                 0.22
sky130_fd_sc_hd__clkdlybuf4s50_1        0.40
area by class of cell:
cell class              instances  area (um^2)  share of cell area [%]
repair buffers                 46        420.4                   39.81
inverters                      11        41.29                   3.910
well taps                      46        57.56                   5.450
flip-flops and latches          2        50.05                   4.739
clock buffers                   3        22.52                   2.133
multi-input cells              49        464.2                   43.96
logic make-up (layout without fill, tap and decap cells):
logic type      after synthesis  after routing  share of synthesized area (%)
fa+ha+maj                    11             11                          24.66
compound gates               12             12                          16.82
xor+xnor                      1              1                          1.570
buf+inv                      14             60                          13.23
mux                          12             12                          21.75
simple gates                 12             12                          12.33
other cells                   1              1                         0.6720
flops                         2              2                          8.969
where the power goes:
| group | total, mW | switching [mW] | internal, mW |
|---|---|---|---|
| registers | 0.0240 | 0 | 0.0240 |
| clock network | 0.0533 | 0.0143 | 0.0390 |
| logic | 0.0789 | 0.0283 | 0.0506 |
| total | 0.156 | 0.0426 | 0.114 |
metal layers:
| metal | vias to the layer above | share of wire (%) |
|---|---|---|
| met3 | 0 | 9.1 |
| met2 | 40 | 51 |
| met4 | 0 | 0 |
| met5 | - | 0 |
| li1 | 328 | - |
| met1 | 304 | 40 |
worst max-delay path by stage:
stage         cells past startpoint   endpoint
CTS                              10  a_to_g[1]
global route                      7  a_to_g[5]
finish                            8  a_to_g[5]
timing repair:
item | CTS | global route
resized | 12 | 9
setup endpoints to repair | 7 | 5
pin swaps | 4 | 2
setup buffers | 4 | 4
endpoints found under the hold margin | 0 | 0
cells in the final DEF (no fill, tap or decap), types with 3 or more instances in the layout:
cell type	synthesis	routed
sky130_fd_sc_hd__a222oi_1	4	4
sky130_fd_sc_hd__buf_4	1	18
sky130_fd_sc_hd__clkbuf_4	0	3
sky130_fd_sc_hd__clkdlybuf4s50_1	0	17
sky130_fd_sc_hd__dlygate4sd2_1	0	6
sky130_fd_sc_hd__dlymetal6s2s_1	0	5
sky130_fd_sc_hd__ha_1	11	8
sky130_fd_sc_hd__inv_1	11	10
sky130_fd_sc_hd__mux2i_1	11	9
sky130_fd_sc_hd__nand2_1	4	4
sky130_fd_sc_hd__o22ai_1	3	3
stage by stage:
| step | area [um^2] | utilization [%] | hold WS [ns] |
|---|---|---|---|
| floorplan | 558.0 | - | 0.4212 |
| finish | 1056 | 30.92 | 0.5163 |
| global route | 1056 | 30.92 | 0.5598 |
| detailed placement | 938.4 | 27.47 | 0.5808 |
| global placement | 938.4 | 27.47 | 0.5680 |
| CTS | 999.7 | 29.27 | 0.5848 |
No activity file was given, so power comes from the tool's default toggle rates.
