`design.v`:
```
`timescale 1ns / 1ps
module vga_initials(
    input wire vidon,
    input wire [9:0] hc, vc,
    input wire [0:31] M,
    input wire [7:0] sw,
    output wire [3:0] rom_addr4,
    output reg [3:0] red,
    output reg [3:0] green,
    output reg [3:0] blue
    );
    parameter hbp=10'b0010010000;
    parameter vbp=10'b0000011111;
    parameter W=32;
    parameter H=16;
    wire [10:0] C1, R1, rom_addr, rom_pix;
    reg spriteon, R, G, B;
    assign C1={2'b00, sw[3:0], 5'b00001};
    assign R1={2'b00, sw[7:4], 5'b00001};
    assign rom_addr=vc-vbp-R1;
    assign rom_pix=hc-hbp-C1;
    assign rom_addr4=rom_addr[3:0];
    always@(*)
        begin
            if((hc>=C1+hbp) && (hc<C1+hbp+W) && (vc >=R1+vbp) && (vc<R1+vbp+H))
                spriteon=1;
            else
                spriteon=0;
        end
    always@(*)
        begin
            red=0;
            green=0;
            blue=0;
            if((spriteon==1) && (vidon==1))
                begin
                    R=M[rom_pix];
                    G=M[rom_pix];
                    B=M[rom_pix];
                    red={R,R,R,R};
                    green={G,G,G,G};
                    blue={B,B,B,B};
                end
        end
endmodule
```
`run.sh`:
```
#!/bin/bash
# OpenROAD 26Q1-2900-gdf79404cd8, Yosys 0.63+post, stock flow scripts
make -C /OpenROAD-flow-scripts/flow DESIGN_CONFIG=/design/flow/config.mk WORK_HOME=/design/flow/orfs finish
```
`config.mk`:
```
export PLATFORM = sky130hd
export DESIGN_NAME = vga_initials
export DESIGN_NICKNAME = vga_initials
export VERILOG_FILES = /design/flow/design.v
export SDC_FILE = /design/flow/constraint.sdc
export NUM_CORES = 4
export LEC_CHECK = 1
export CORE_AREA = 10 10 73 73
export DIE_AREA = 0 0 83 83
```
`constraint.sdc`:
```
current_design vga_initials

set clk_period 3.2
set clk_io_pct 0.2

create_clock -name clk0 -period $clk_period

set non_clock_inputs [all_inputs -no_clocks]
set_input_delay [expr $clk_period * $clk_io_pct] -clock clk0 $non_clock_inputs
set_output_delay [expr $clk_period * $clk_io_pct] -clock clk0 [all_outputs]
```
==> run summary <==
Post-layout min period: 3.43 ns
Antenna violations before repair: 0
P_leak: 0.997 nW
Pre-Repair DR Iteration Count: 2
Final core utilization: 56.8%
Warning total across the stage logs: 44
Max-Cap Viols: 0
Chip Area, Yosys: 0.00113 mm²
Fin area: 0.00213 mm²
Top Usage Layer GRT: met2
# Cells Yosys: 121
Met3 GRT Util: 3.64%
CP endpoint kind: output port
Failing checks: negative setup slack
Avg Cell Area, Syn: 9.31 µm²
Syn-to-layout area delta: 88.8%
# diodes: 0
Routability congestion estimate: 0.884
# DRC: 0
Max VDD drop: 67.9 µV
Routed len/inst: 13.3 µm
Seq share, synth: 0%
Area of placed instances: 0.00198 mm²
Die footprint: 0.00689 mm²
Run status: complete, but fails checks
Yosys warnings: 1
Reg area: 0 µm²
I/O pin count: 77
Crit Path Class: in -> out
Yosys top cell by area: ha_1
WHS Path Cells: 0
GRT met1 Usage: 12.2%
Clock buffer cells: 0
Rows: 22
Area contributors post-synth: ha_1 (33%), mux4_1 (12%), buf_4 (10%)
Largest net degree at the start of global routing: 7
Crit path DAT: 2.79 ns
RSZ-0062 raised after global routing: true
PortBufs: 69
CORE AREA: 0.00374 mm²
GR Util All Layers: 8.98%
Power Density: 132 mW/mm²
Slew Limit Fails: 0
Worst-path fanout max: 6
Hold endpoint: rom_addr4[0]
Vias in the first global route: 1231
Tcrit/Tclk final: 107%
Filler cell count: 320
Slew headroom: 79.3%
Pre-CTS WS: -1.05 ns
Vias per cell: 4.57
Cells after Synth: 121
Final WL: 3340 µm
Placed wire-length estimate: 3000 µm
First-pass GRT wire length: 5520 µm
Min-Delay Path Class: in -> out
Total power: 280 µW
Proportion of layout cells with a drive suffix above 1: 33.5%
Die width: 83 µm
# setup viols final: 12
Hold-fix buffers, CTS: 0
Final worst-path setup slack: -0.232 ns
Cell Area, Synth: 0.00113 mm²
Distinct lib cells used: 29
Fmax: 291 MHz
Worst-Margin Slew: 0.305 ns
Final hold vios: 0
Die height: 83 µm
Setup crit start kind: input pin
Initial Utilization: 30.1%
Yosys top cell area share: 33.3%
Sequential cell count: 0
Hold Path Origin: vc[0]
Antenna Nets Post-Route: 0
GRT overflow: 0
Iter 0 DRT Violations: 3
WP data required: 2.56 ns
Vias: 1146
Met2 usage: 13.8%
-- power by group --
group	internal (mW)	leakage [nW]	switching (mW)
clock	0	0	0
sequential	0	0	0
combinational	0.179	0.997	0.100
-- cell usage after synthesis --
master	count
buf_2	1
mux4_1	5
nand4b_1	1
fa_1	1
ha_1	30
o21bai_1	1
nand3_1	4
nor2b_1	3
mux2i_1	2
nand2_1	4
o311ai_0	1
mux2_2	1
nor2_1	4
a31oi_1	1
buf_6	1
nor4_1	1
xor2_1	6
a21o_1	2
nor4b_1	1
a21oi_1	5
a21bo_2	1
inv_1	14
nor4bb_1	1
mux4_2	4
nor3_1	2
o21ai_0	4
buf_4	15
nand4_1	2
xnor2_1	3
-- repair_timing --
action / CTS / global route
pin swaps: 7 / 6
gates cloned: 1 / 0
endpoints found under the hold margin: 0 / 0
gates resized: 73 / 19
setup buffers: 5 / 2
endpoints found under the setup margin: 12 / 12
-- through the flow --
| stage | hold WS, ns | instances | TNS (ns) |
|---|---|---|---|
| 2_1_floorplan | 1.35 | 121 | -0.298 |
| 3_3_place_gp | 1.28 | 247 | -11.55 |
| 3_5_place_dp | 1.28 | 247 | -12.54 |
| 4_1_cts | 1.28 | 253 | -5.44 |
| 5_1_grt | 1.28 | 251 | -4.01 |
| 6_report | 1.28 | 251 | -2.77 |
-- worst max-delay path: stages --
cell and delay (ns):
buf_8 0.10, clkinvlp_4 0.11, ha_4 0.15, inv_2 0.03, fa_2 0.56, mux4_2 0.29, mux2_4 0.28, nand2_2 0.07
o21ai_2 0.05, mux2i_2 0.20, nor3_4 0.06, buf_6 0.14, buf_6 0.11
-- routing by layer --
layer  vias to the layer above  wire (µm)
met5                         -          0
met4                         0          0
met3                         0        349
met2                        53       1410
met1                       503       1580
li1                        590          -
-- cells by family after synthesis --
logic type	synth area share (%)
AOI/OAI and AO/OA	8.22
and+or+nand+nor	11.1
adders and majority gates	35.1
muxes	22.4
buffers and inverters	16.1
xor gates and xnor gates	7.00
-- area by class of cell --
class,instances,area (µm²),area share (%)
inverters,14,56.3,2.65
multi-input cells,90,1060,49.7
repair buffers,99,952,44.8
well taps,48,60.1,2.83
-- worst max-delay path by stage --
stage         start  endpoint  cells after the start
finish        hc[1]   blue[2]                     13
CTS           hc[1]   blue[1]                     14
global route  hc[1]   blue[2]                     13
-- placed cells by master, fill, tap and decap left out, drive strengths merged, types with 2 or more instances in the layout --
cell type      count
clkdlybuf4s50     47
buf               44
ha                30
inv               13
mux4               9
xor2               6
a21oi              5
nand3              4
nor2               4
dlymetal6s2s       4
nand2              4
o21ai              4
xnor2              3
nor2b              3
dlygate4sd2        3
nand4              2
a21o               2
nor3               2
mux2i              2
Power figures rest on the tool's default switching activity, not on a simulated workload.
