[design/flow/run.sh]
#!/bin/bash
# OpenROAD 26Q1-2900-gdf79404cd8, Yosys 0.63+post, stock flow scripts
make -C /OpenROAD-flow-scripts/flow DESIGN_CONFIG=/design/flow/config.mk WORK_HOME=/design/flow/orfs finish
[design/flow/config.mk]
export PLATFORM = sky130hd
export DESIGN_NAME = traffic_lights_top
export DESIGN_NICKNAME = traffic_lights_top
export VERILOG_FILES = /design/flow/design.v
export SDC_FILE = /design/flow/constraint.sdc
export NUM_CORES = 4
export LEC_CHECK = 1
export CORE_UTILIZATION = 30
[design/flow/constraint.sdc]
current_design traffic_lights_top

set clk_period 3.6
set clk_io_pct 0.2

create_clock -name clk0 -period $clk_period [get_ports {CLK100MHZ}]

set non_clock_inputs [all_inputs -no_clocks]
set_input_delay [expr $clk_period * $clk_io_pct] -clock clk0 $non_clock_inputs
set_output_delay [expr $clk_period * $clk_io_pct] -clock clk0 [all_outputs]
[design/flow/design.v]
`timescale 1ns / 1ps
module clkdiv(  input wire clk, 
                input wire clr, 
                output wire clk190, 
                output wire clk25, 
                output wire clk3        
                );
    reg [24:0] q;
    always @(posedge clk or posedge clr)
        begin
            if(clr == 1)
                q <= 0;
            else
                q <= q+1;
        end
    assign clk190 = q[18];  
    assign clk25 = q[1];  
    assign clk3 = q[24];  
endmodule
`timescale 1ns / 1ps
module traffic(
    input wire clk, clr, output reg[6:0] lights);
    reg[2:0] state;
    reg[6:0] count;
    parameter S0 = 3'b000, S1=3'b001, S2 = 3'b010, S3=3'b011, S4 = 3'b100, S5 = 3'b101, S6 = 3'b110, S7 = 3'b111;
    parameter SEC5 = 7'b0001111, SEC1 = 7'b0000011;
    always @(posedge clk or posedge clr) begin
        if(clr==1)begin
            state <= S0;
            count <=0;
        end
        else case(state)
            S0:if(count < SEC5) begin
                state<=S0;
                count<=count+1;
            end
            else begin
                state <=S1;
                count<=0;
            end
            S1:if(count < SEC1) begin
                state<=S1;
                count<=count+1;
            end
            else begin
                state <=S2;
                count<=0;
            end
            S2:if(count < SEC1) begin
                state<=S2;
                count<=count+1;
            end
            else begin
                state <=S3;
                count<=0;
            end
            S3:if(count < SEC5) begin
                state<=S3;
                count<=count+1;
            end
            else begin
                state <=S4;
                count<=0;
            end
            S4:if(count < SEC1) begin
                state<=S4;
                count<=count+1;
            end
            else begin
                state <=S5;
                count<=0;
            end
            S5:if(count < SEC1) begin
                state<=S5;
                count<=count+1;
            end
            else begin
                state <=S6;
                count<=0;
            end
            S6:if(count<SEC1)begin
                state <=S6;
                count<=count+1;
             end
             else begin
                if(count > 90) begin
                    state <=S0;
                    count<=0;
                end
                else begin
                    state<=S7;
                end
               end
            S7:if(count<SEC1)begin
                state<=S7;
                count<=count+1;
            end
            else begin
                if(count > 90)begin
                    state <= S0;
                    count <=0;
                end
                else begin
                state<=S6;
            end
            end
        default state <=S0;
       endcase
      end
   always @(*) begin
    case(state) 
        S0:lights = 6'b010100;
        S1:lights = 6'b110100;
        S2:lights = 6'b100100;
        S3:lights = 6'b100010;
        S4:lights = 6'b100110;
        S5:lights = 6'b100100;
        S6:lights = 6'b110110;
        S7:lights = 6'b000000;
        default lights = 6'b100001;
        endcase
        end         
endmodule
`timescale 1ns / 1ps
module traffic_lights_top(
input wire CLK100MHZ, BTNC,
output wire [5:0] LED
    );
    wire clk3;
    clkdiv U1 (.clk(CLK100MHZ), .clr(BTNC), .clk3(clk3));
    traffic U2 (.clk(clk3), .clr(BTNC), .lights(LED));
endmodule
==> run_summary.xml <==
<?xml version="1.0" encoding="UTF-8"?>
<metrics>
  <group name="die">
    <metric name="dieWidth" unit="um">78.3</metric>
    <metric name="dieHeight" unit="um">78.3</metric>
    <metric name="area_of_the_placeable_core" unit="sq um">5540</metric>
    <metric name="rows" unit="">27</metric>
    <metric name="i_o_pins" unit="">8</metric>
    <metric name="die_area" unit="sq um">6120</metric>
    <metric name="fp_util" unit="">0.315</metric>
  </group>
  <group name="final_timing">
    <metric name="period_used_share" unit="">0.426</metric>
    <metric name="unclocked_regs" unit="">10</metric>
    <metric name="setup-violations-final" unit="">0</metric>
    <metric name="finalHoldViolations" unit="">0</metric>
    <metric name="rsz0062_at_grt" unit="">false</metric>
    <metric name="untimed_endpoints" unit="">14</metric>
    <metric name="holdWs" unit="ns">0.442</metric>
    <metric name="fin_setup_tns" unit="ns">0</metric>
    <metric name="finalMaxSlewViolations" unit="">0</metric>
    <metric name="final_critical_period" unit="ns">1.53</metric>
    <metric name="max_clock_freq" unit="GHz">0.652</metric>
    <metric name="worst_clock_skew" unit="ns">0.00473</metric>
  </group>
  <group name="clock_network">
    <metric name="cts-buffers-inserted" unit="">3</metric>
    <metric name="cts_tree" unit="">done</metric>
    <metric name="cts_repair_resize_count" unit="">0</metric>
    <metric name="buffer_levels_on_the_longest_clock_path" unit="">2</metric>
    <metric name="clk_latency" unit="ns">0.26</metric>
    <metric name="clkSlewWorstSetupHoldPaths" unit="ns">0.08</metric>
    <metric name="post_cts.repair.setup_buffers" unit="">0</metric>
    <metric name="h-tree-depth" unit="">1</metric>
    <metric name="clock_tree.root_cell" unit="">clkbuf_8</metric>
    <metric name="hold_buffers" unit="">0</metric>
  </group>
  <group name="yosys">
    <metric name="yosys.area.top_type" unit="">dfrtp_1</metric>
    <metric name="synthDistinctLibCells" unit="">39</metric>
    <metric name="yosysTopAreaCellShare" unit="">0.502</metric>
    <metric name="synth_chip_area" unit="sq um">1740</metric>
    <metric name="netlist_top_cells_area" unit="">dfrtp_1 50%, xnor2_1 8.5%, xor2_1 3.5%</metric>
    <metric name="post_synthesis_cell_count_from_yosys" unit="">167</metric>
    <metric name="synthesis.instances" unit="">167</metric>
    <metric name="postSynthRegisterBits" unit="">35</metric>
    <metric name="syn_area_per_cell" unit="sq um">10.4</metric>
    <metric name="synth-seq-area-share" unit="">0.502</metric>
    <metric name="synth-warning-count" unit="">3</metric>
    <metric name="netlist_area" unit="sq um">1740</metric>
  </group>
  <group name="global_routing">
    <metric name="grt_busiest_layer" unit="">met2</metric>
    <metric name="grt_antenna_before_repair" unit="">0</metric>
    <metric name="wire_length_of_the_first_global_routing_pass" unit="um">4680</metric>
    <metric name="grt_pass1_vias" unit="">1055</metric>
    <metric name="globalRouteTotalUtil" unit="">0.0938</metric>
    <metric name="grt_util_met3" unit="">0.0189</metric>
    <metric name="grt_max_degree" unit="">36</metric>
    <metric name="grt_use_met1" unit="">0.146</metric>
    <metric name="overflow" unit="">0</metric>
    <metric name="global_routing_usage_on_met2" unit="">0.147</metric>
  </group>
  <group name="finish">
    <metric name="area_delta_synth_final" unit="%">8.11</metric>
    <metric name="layout.filler_cells" unit="">556</metric>
    <metric name="layout_top_cells_excl_fill_tap" unit="">35 x dfrtp_1, 17 x xnor2_1, 16 x nand2_1, 11 x nor2_1, 9 x inv_1</metric>
    <metric name="layoutNonFillerInstCount" unit="">243</metric>
    <metric name="layout.area.seq" unit="sq um">876</metric>
    <metric name="drive_gt1_frac" unit="">0.0760</metric>
    <metric name="layout_top_cell_excl_fill_tap" unit="">dfrtp_1</metric>
    <metric name="combGateArea" unit="sq um">783</metric>
  </group>
  <group name="setup_path">
    <metric name="critical_path.reg2reg.endpoint" unit="">U1.q[24]</metric>
    <metric name="worst_r2r_path_depth" unit="">5</metric>
    <metric name="cp-start-kind" unit="">flip-flop</metric>
    <metric name="worst_reg_to_reg_setup_slack" unit="ns">2.07</metric>
    <metric name="worst-path-max-fanout" unit="">6</metric>
    <metric name="worst-endpoint-arrival" unit="ns">1.67</metric>
    <metric name="endpoint_kind" unit="">flip-flop</metric>
    <metric name="reg2reg_from" unit="">U1.q[6]</metric>
    <metric name="path_class" unit="">flip-flop to flip-flop</metric>
    <metric name="critical_path_required_time" unit="ns">3.74</metric>
    <metric name="worstSetupStartpoint" unit="">U1.q[6]</metric>
  </group>
  <group name="power">
    <metric name="cellLeakagePower" unit="nW">0.834</metric>
    <metric name="irDropWorstVdd" unit="uV">204</metric>
    <metric name="finalPower" unit="W">0.000443</metric>
    <metric name="power-per-cell-area" unit="nW/um^2">235</metric>
  </group>
  <group name="route">
    <metric name="avgViaCountPerCell" unit="">4.44</metric>
    <metric name="avgRoutedWirePerCell" unit="um">10.1</metric>
    <metric name="num_antenna_cells" unit="">0</metric>
    <metric name="route.final.wire_length" unit="um">2460</metric>
    <metric name="dr.pass1.iters" unit="">3</metric>
    <metric name="drc" unit="">0</metric>
    <metric name="violation_count_after_the_first_detailed_route_iteration" unit="">47</metric>
    <metric name="route.vias.total" unit="">1080</metric>
    <metric name="drt.antenna.violating_nets" unit="">0</metric>
  </group>
  <group name="placed_design">
    <metric name="gp_congestion" unit="">0.761</metric>
    <metric name="hpwlAfterDp" unit="um">1820</metric>
    <metric name="numPortBuffers" unit="">5</metric>
    <metric name="numPlacedInstances" unit="">239</metric>
  </group>
  <group name="job">
    <metric name="openroad.warnings" unit="">26</metric>
    <metric name="maxcap_viol_count" unit="">0</metric>
  </group>
  <group name="run_status">
    <metric name="outcome" unit="">finished, final reports clean</metric>
  </group>
  <group name="hold_path">
    <metric name="hold_path_depth" unit="">1</metric>
    <metric name="timing.hold.worst_endpoint" unit="">U1.q[0]</metric>
    <metric name="min-delay-path-class" unit="">flip-flop to flip-flop</metric>
    <metric name="hold_start" unit="">U1.q[0]</metric>
  </group>
</metrics>
[metrics by stage]
step,area [sq um],utilization,setup WS (ns)
final,1890,0.340,2.07
after floorplan,1750,-,2.10
after global routing,1890,0.340,1.89
after global placement,1840,0.332,2.12
after detailed placement,1840,0.332,2.08
after CTS,1890,0.340,2.03
[cell usage after synthesis (all sizes together)]
cell type,instances
a211oi,1
a21o,2
a21oi,4
a22o,1
a31oi,1
a32oi,1
and2,5
and2b,1
and3,1
and4,3
buf,7
conb,1
dfrtp,35
ha,3
inv,9
mux2i,1
nand2,16
nand2b,1
nand3,7
nand4,9
nor2,12
nor2b,4
nor3,4
nor3b,2
nor4,1
o2111ai,1
o21a,3
o21ai,4
o21bai,1
o31ai,1
or2,1
xnor2,17
xor2,7
[layer usage]
layer,vias to the layer above,wire (um),share of wire
li1,566,-,-
met1,504,1290,0.52
met2,8,1100,0.45
met3,2,48,0.020
met4,0,13,0.0053
met5,-,0,0
[report_power, final]
| part | switching [W] | internal [W] | total (W) |
|---|---|---|---|
| Sequential | 0 | 0.000280 | 0.000280 |
| Clock | 0.0000750 | 0.0000787 | 0.000154 |
| Combinational | 0.00000716 | 0.00000174 | 0.00000890 |
| Total | 0.0000821 | 0.000361 | 0.000443 |
[sequential cells by signal, indices dropped and copies added (netlist names)]
signal / flops
U2.count: 7
U2.state: 3
U1.q: 25
[cell families after synthesis]
group	after synthesis	share of synthesized area
multiplexers	1	0.00574
AND/OR/NAND/NOR	67	0.215
buffers and inverters	16	0.0509
AND-OR/OR-AND	20	0.0818
flip-flops	35	0.502
other	1	0.00215
adder cells (fa/ha/maj)	3	0.0215
XOR/XNOR	24	0.121
[worst max-delay path, cell delays in order, from the launching register on]
cell and delay, ns:
dfrtp_1 0.41, nand4_1 0.17, nor2_2 0.18, and4_1 0.34, nand4_1 0.16, xnor2_1 0.14
[worst max-delay path by stage]
stage,end
after CTS,U1.q[24]
after global routing,U1.q[24]
final,U1.q[24]
[final cells by class]
cell class | count | area share
inverter | 9 | 0.0179
multi-input combinational | 117 | 0.415
sequential | 35 | 0.464
tap | 72 | 0.0478
timing repair buffer | 6 | 0.0305
clock buffer | 4 | 0.0239
No activity file was given, so power comes from the tool's default toggle rates.
